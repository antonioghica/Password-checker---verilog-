==> ./design.v <==
`timescale 1ns / 1ps
module pass_check_fsm(
    input en,
    input clock,
    input reset,
    input [7:0]data_in,
    output pass_ok
    );
    localparam stare0 = 3'b 000;
    localparam stare1 = 3'b 001;
    localparam stare2 = 3'b 010;
    localparam stare3 = 3'b 011;
    localparam stare4 = 3'b 100;
    localparam stare5 = 3'b 101;
    reg[2:0] stare,stare_next;
    always @(posedge clock) begin
        if(reset == 1)  
            stare <= stare0;
        else    
            stare <= stare_next;
    end
    always @(*) begin
        stare_next = stare;
        case(stare)
            stare0: if(en==1 && data_in=="t")
                stare_next= stare1;
               else 
                stare_next= stare0;
                stare1: if(en==1 && data_in=="e")
                stare_next= stare2;
               else 
                stare_next= stare0;
                stare2: if(en==1 && data_in=="o")
                stare_next= stare3;
               else 
                stare_next= stare0;
                stare3: if(en==1 && data_in=="r")
                stare_next= stare4;
               else 
                stare_next= stare0;
                stare4: if(en==1 && data_in=="o")
                stare_next= stare5;
               else 
                stare_next= stare0;
                stare5 : stare_next= stare0;
              endcase
    end
    assign pass_ok = (stare == stare5);
endmodule
==> ./run.sh <==
#!/bin/bash
# OpenROAD 26Q1-2900-gdf79404cd8, Yosys 0.63+post, stock flow scripts
make -C /OpenROAD-flow-scripts/flow DESIGN_CONFIG=/design/flow/config.mk WORK_HOME=/design/flow/orfs finish
==> ./config.mk <==
export PLATFORM = sky130hd
export DESIGN_NAME = pass_check_fsm
export DESIGN_NICKNAME = pass_check_fsm
export VERILOG_FILES = /design/flow/design.v
export SDC_FILE = /design/flow/constraint.sdc
export NUM_CORES = 4
export LEC_CHECK = 1
export CORE_AREA = 10 10 70 70
export DIE_AREA = 0 0 80 80
==> ./constraint.sdc <==
current_design pass_check_fsm

set clk_period 2.3
set clk_io_pct 0.2

create_clock -name clk0 -period $clk_period [get_ports {clock}]

set non_clock_inputs [all_inputs -no_clocks]
set_input_delay [expr $clk_period * $clk_io_pct] -clock clk0 $non_clock_inputs
set_output_delay [expr $clk_period * $clk_io_pct] -clock clk0 [all_outputs]
==> impl_metrics.toml <==
# physical design summary
[cts]
postCtsSetupRepairBufs = 0
ctsHoldBuffers = 0
cts_resized = 0
numCtsBuffers = 3
cts-root-buf = "clkbuf_4"
cts_tree = "built"
cts_max_path_buffers = 2
path_clk_slew_ps = 50
htree_levels = 1
clock-sinks = 6
insertion_delay_ps = 240

[drt]
ant_nets = 0
first_pass_iters = 4
routedWlPerCell_um = 7.55
num_vias = 287
antenna_cells = 0
drc_errors = 0
wl_um = 710
viasPerCell = 3.05
drtIter0Drc = 7

[yosys]
ys_warn_count = 1
syn_inst = 30
top_area_share_pct = 41.4
yosys-stat-cells = 30
yosys.area.top_type = "dfxtp_1"
syn_area_per_cell_um2 = 9.68
syn_area_um2 = 290
ys.flops = 6
yosys_area_um2 = 290
yosysSeqAreaShare_pct = 41.4
ys_types = 17
top_cells_by_area = "dfxtp_1, nand4b_4, nor3b_1"

[floorplan]
fp.dieW_um = 80
design.portCount = 12
die-height_um = 80
core_util_floorplan_pct = 8.50
chip_area_um2 = 6400
coreArea_um2 = 3420
num_rows = 21

[layout]
syn2layout_area_growth_pct = 75.9
top_regs = "stare: 6 flops"
lay_top_count = "clkdlybuf4s50_1"
regMostFlops = "stare"
layout_top_cells = "clkdlybuf4s50_1, dfxtp_1, buf_4"
fillers = 392
largest_reg_flops = 6
layout-drive-gt1-share_pct = 22.9

[global_route]
antenna_found_initial = 0
grt_pass1_vias = 298
grt_pass1_wl_um = 1220
grt_overflow_total = 0
grt_start_max_net_pins = 6
grtUsageTotal_pct = 2.39

[pwr]
p_leak_nw = 0.188
power_density_nw_per_um2 = 463
power_frac_comb_pct = 14.4
power_mw = 0.236
peakVddDrop_mv = 0.198
power_switching_mw = 0.0500
p_int_mw = 0.186
clockPowerShare_pct = 41.4
switching_share_pct = 21.2
p_seq_share_pct = 44.2

[place]
port_buffers = 11
place_hpwl_um = 609
place.gp.congestion = 0.841

[critical_path]
crit_path_end_kind = "flip-flop"
worstPathMaxFanout = 3
critical_path.cell_chain = "clkdlybuf4s50_1 > nand4b_4 > or2_2 > o41a_1 > or4b_1"
path_buffers = 1
arrival_ps = 2250
slowest_stage = "clkdlybuf4s50_1"
critPathMaxStageDelay_ps = 510
cp_top_family = "simple AND/OR/NAND/NOR gates"
worst-setup-path-type = "primary input to flip-flop"
worstPathRequired_ps = 2410
setup.worst_path.start_class = "primary input"

[sta]
final-hold-violation-count = 0
min_period_over_period_pct = 92.9
maxSlewViolCount = 0
hold-worst-slack_ps = 443
min_period_ps = 2140
rsz0062_at_grt = "false"
tightest_slew_ps = 310
final.setup.tns_ps = 0
relSlewSlack_pct = 79.3
max_clock_freq_ghz = 0.468
setup_viol = 0
fin_skew_ps = 4.48

[run]
warnings = 25
maxCapViolCount = 0

[run_status]
outcome = "finished clean"

[min_path]
min_path_type = "flip-flop to flip-flop"
[per-layer routing]
metal / wire (um) / vias up / track usage (%)
met3: 123 / 2 / 2.61
met5: 0 / - / 0
met4: 4 / 0 / 0.352
met1: 371 / 121 / 3.20
met2: 211 / 17 / 2.41
li1: - / 147 / -
[final timing paths]
kind | startpoint | endpoint | slack, ps | cells past startpoint
worst min-delay path | stare[5] | stare[1] | 440 | 2
worst max-delay path | data_in[5] | stare[0] | 160 | 5
worst max register to register | stare[3] | stare[0] | 1140 | 3
worst min register to register | stare[5] | stare[1] | 440 | 2
[power groups by stage]
stage	clock, mW	combinational (mW)	sequential (mW)
after CTS	0.0994	0.0343	0.104
final	0.0978	0.0341	0.104
after global routing	0.107	0.0372	0.104
[cells by family after synthesis]
family          share of synthesized area (%)
simple gates                             45.3
flops                                    41.4
compound gates                           10.8
buf+inv                                  2.59
[stage by stage]
| stage | setup slack [ps] | utilization [%] | std cells | instance area [um^2] |
|---|---|---|---|---|
| 2_1_floorplan | 436 | - | 30 | 290 |
| 3_3_place_gp | -78.9 | 14.3 | 91 | 488 |
| 3_5_place_dp | -99.9 | 14.3 | 91 | 488 |
| 4_1_cts | 161 | 14.9 | 94 | 510 |
| 5_1_grt | 112 | 14.9 | 94 | 510 |
| 6_report | 164 | 14.9 | 94 | 510 |
[area by class of cell]
class                           instances  area, um^2  area share [%]
Sequential cell                         6         120            23.5
Multi-Input combinational cell         22         163            31.9
Inverter                                2        7.51            1.47
Timing Repair Buffer                   15         140            27.5
Clock buffer                            3        22.5            4.41
Tap cell                               46        57.6            11.3
[cells in the mapped netlist]
library cell and number:
or4_4 1, o22ai_1 1, nor3_1 3, and3_1 2
nand2_1 2, nand4b_4 1, nor2_1 2, or2_2 1
a31oi_1 1, nand2b_1 1, inv_1 2, or4b_1 1
nor3b_1 3, o41a_1 1, nand2b_2 1, o21a_1 1
dfxtp_1 6
[worst reg2reg max path: stages (launching register included)]
cell     delay, ps
dfxtp_1        310
o22ai_1        160
a31oi_1         90
or4b_1         460
