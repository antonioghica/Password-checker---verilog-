==> flow/config.mk <==
export PLATFORM = sky130hd
export DESIGN_NAME = ram_consonants
export DESIGN_NICKNAME = ram_consonants
export VERILOG_FILES = /design/flow/design.v
export SDC_FILE = /design/flow/constraint.sdc
export NUM_CORES = 4
export LEC_CHECK = 1
export CORE_UTILIZATION = 40
==> flow/constraint.sdc <==
current_design ram_consonants

set clk_period 10.6
set clk_io_pct 0.2

create_clock -name clk0 -period $clk_period [get_ports {clock}]

set non_clock_inputs [all_inputs -no_clocks]
set_input_delay [expr $clk_period * $clk_io_pct] -clock clk0 $non_clock_inputs
set_output_delay [expr $clk_period * $clk_io_pct] -clock clk0 [all_outputs]
==> flow/design.v <==
module ram_consonants(
    input [5:0]addr,
    input w_en,
    input clock,
    input [7:0]w_data,
    output [7:0]r_data
    );
    reg [7:0] memorie_efectiva [0:63];
    assign r_data = memorie_efectiva[addr];
    always@(posedge clock) begin
        if(w_en == 1)
            memorie_efectiva[addr] <= r_data;
    end 
endmodule
==> flow/run.sh <==
#!/bin/bash
# OpenROAD 26Q1-2900-gdf79404cd8, Yosys 0.63+post, stock flow scripts
make -C /OpenROAD-flow-scripts/flow DESIGN_CONFIG=/design/flow/config.mk WORK_HOME=/design/flow/orfs finish
==> qor.yml <==
clock_path_buffers: 3
rsz0062_at_grt: "no"
wl_per_cell_um: 26.0
fin_skew_ps: 13.6
grt-ovfl-total: 0
path_class: "in2out"
largest_reg_flops: 512
warnings: 33
postCtsHoldBufs: 0
cts_tree: "built"
cp.required_ps: 8480
path_cells: "buf_4, buf_4, buf_4, mux2_1, mux4_2, o21ai_1, o2111ai_1, or4b_2, clkdlybuf4s50_1"
ys_cells: 1163
final-seq-area_sq_mm: 0.0154
r2r_start: "memorie_efectiva[2][7]"
fillers: 4240
grt_max_degree: 85
ys_seq_elements: 512
yosysTopAreaCell: "edfxtp_1"
wl_um: 49700
r2r_slack_ps: 7460
cts_htree_levels: 2
cts.clk_slew.worst_paths_ps: 60
antennaDiodeCount: 0
grt_pass1_wl_um: 74000
synthTopCellsByCount: "512 x edfxtp_1, 82 x nor2_1, 63 x mux2i_1, 45 x nand2_1, 41 x mux4_2"
post_cts_resized: 0
min_from: "memorie_efectiva[34][7]"
io_pins: 24
drt_pass1_iterations: 5
regMostFlops: "memorie_efectiva"
ys_warn_count: 1
final-setup-viol-count: 0
die_area_sq_mm: 0.0516
slew_headroom_pct: 30.5
finalCriticalPeriod_ps: 8150
first_iter_violations: 656
vias: 10900
finalWorstSetupSlack_ps: 2450
ant_nets: 0
slowest_delay_ps: 850
slew_violations: 0
fp_util_pct: 40.5
critPathSlowestCell: "or4b_2"
hold_path_class: "reg2reg"
postSynthAreaPerCell_sq_um: 17.4
cp-start-kind: "input port"
tightest_slew_ps: 1040
place_ws_ps: 2450
ys.flop_type: "edfxtp_1"
vias_per_cell: 5.71
crit_family: "buffers and inverters"
power.density_mw_per_mm2: 192
drv_cap: 0
fin_crit_sh_pct: 76.9
ys_seq_share_pct: 75.8
edf_count: 512
status: "completed"
netlist_instances: 1163
fmax_mhz: 123
cts-root-buf: "clkbuf_16"
worstSetupEndpointType: "output pin"
leakage_nw: 7.24
arrival_ps: 6030
core_area_sq_mm: 0.0501
num_rows: 82
hold_viol: 0
critPathBufInv: 4
synth_top_cell_by_count: "edfxtp_1"
synthToLayoutAreaGrowth_pct: 12.9
io_buffers: 15
critPathLaunch: "addr[1]"
logic_area_sq_mm: 0.00452
top_cell_area_share_pct: 75.8
die-height_um: 227
reg_top3: "memorie_efectiva: 512 flops"
cts_sinks: 512
cpMostUsedCell: "buf_4"
dpl.hpwl_um: 29400
async_reset_ff_share_pct: 0
ys_chip_area_sq_mm: 0.0203
drive_gt1_share_pct: 14.7
grt_usage_pct: 21.9
ir_drop_mv: 0.120
place.gp.congestion: 0.883
insertion_delay_ps: 580
grt_pass1_vias: 11500
die_w_um: 227
synth_area_sq_mm: 0.0203
cts-buffers-inserted: 52
top_cells_by_area: "edfxtp_1 76%, mux4_2 4.6%, mux2i_1 3.1%"
antenna_found_initial: 1
cp_max_fo: 32
ys_types: 55
finish.utilization_pct: 45.7
drc: 0
post_cts_buffers: 0
tns_ps: 0
==> metrics by stage <==
| stage | total power, mW | instance area, sq um | cells | hold WS [ps] |
|---|---|---|---|---|
| detailed placement | 2.65 | 21200 | 1814 | 1030 |
| global route | 4.53 | 22900 | 1907 | 1080 |
| CTS | 4.43 | 22900 | 1907 | 1040 |
| finish | 4.39 | 22900 | 1907 | 1040 |
| global placement | 2.64 | 21200 | 1814 | 1030 |
| floorplan | 2.52 | 20300 | 1163 | 1610 |
==> per-layer routing <==
| metal | vias up | share of wire, % | global-route usage [%] |
|---|---|---|---|
| li1 | 4802 | - | - |
| met1 | 5481 | 37 | 29.5 |
| met2 | 507 | 48 | 32.6 |
| met3 | 91 | 13 | 12.8 |
| met4 | 0 | 2.8 | 4.57 |
| met5 | - | 0 | 0.664 |
==> final timing paths <==
kind                                           endpoint  depth (start not counted)
worst max register to register   memorie_efectiva[7][7]                          6
worst min-delay path            memorie_efectiva[53][7]                          3
worst min register to register  memorie_efectiva[53][7]                          3
worst max-delay path                          r_data[7]                          9
==> tightest hold or removal path: stages, from the launching register on <==
cell and delay [ps]:
edfxtp_1 320, a31oi_1 120, a21oi_1 210, or4b_2 250
==> power by group <==
part	switching, mW	internal [mW]
logic	0.214	0.0803
clock network	0.733	1.06
registers	0.00187	2.30
==> kinds of logic after synthesis <==
logic type / count (synthesis) / synth area share, %
buffers and inverters: 84 / 2.00
DFF: 512 / 75.8
AOI/OAI and AO/OA: 222 / 8.14
and+or+nand+nor: 229 / 5.76
muxes: 116 / 8.33
==> cell type report <==
class                           count  share of cell area (%)
Tap cell                          672                    3.67
Multi-Input combinational cell    567                    19.7
Timing Repair Buffer               60                    2.17
Clock inverter                     27                    1.23
Sequential cell                   512                    67.1
Clock buffer                       66                    6.00
Inverter                            3                  0.0492
==> layout by cell type (no fill, tap or decap), types with 6 or more instances in the layout <==
cell type / synthesis / final
a22oi_1: 40 / 40
nor2_1: 82 / 81
clkinv_2: 0 / 9
a221oi_1: 21 / 21
clkbuf_16: 0 / 53
o221ai_1: 9 / 9
buf_4: 4 / 46
nand3_1: 8 / 8
mux2_1: 7 / 7
a22o_1: 10 / 10
clkinv_1: 0 / 9
nand3b_1: 12 / 12
a32oi_1: 7 / 7
edfxtp_1: 512 / 512
o2bb2ai_1: 7 / 7
clkdlybuf4s50_1: 0 / 12
a221o_1: 11 / 11
a211oi_1: 6 / 6
nand2_1: 45 / 45
clkbuf_1: 36 / 13
mux4_2: 41 / 41
mux2i_1: 63 / 63
bufinv_16: 0 / 6
a21oi_1: 28 / 28
o22a_1: 11 / 11
nand2b_1: 24 / 24
a31oi_1: 15 / 15
o21ai_0: 9 / 9
nor2b_1: 8 / 7
and4_1: 6 / 6
o22ai_1: 22 / 22
and2_1: 9 / 9
and3_1: 9 / 9
Power is estimated from default activity; no workload was simulated.
