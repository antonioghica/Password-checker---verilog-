--- /design/flow/config.mk ---
export PLATFORM = sky130hd
export DESIGN_NAME = counter_6b
export DESIGN_NICKNAME = counter_6b
export VERILOG_FILES = /design/flow/design.v
export SDC_FILE = /design/flow/constraint.sdc
export NUM_CORES = 4
export LEC_CHECK = 1
export CORE_AREA = 10 10 70 70
export DIE_AREA = 0 0 80 80
--- /design/flow/constraint.sdc ---
current_design counter_6b

set clk_period 1.2
set clk_io_pct 0.2

create_clock -name clk0 -period $clk_period [get_ports {clock}]

set non_clock_inputs [all_inputs -no_clocks]
set_input_delay [expr $clk_period * $clk_io_pct] -clock clk0 $non_clock_inputs
set_output_delay [expr $clk_period * $clk_io_pct] -clock clk0 [all_outputs]
--- /design/flow/design.v ---
`timescale 1ns / 1ps
module counter_6b(
    input clock,
    input en,
    input reset,
    output reg [5:0]out
    );
    always @(posedge clock) begin
        if(reset == 0) 
            out<=0;
        else if (en ==1 ) 
            out<= out+1;
    end
endmodule
--- /design/flow/run.sh ---
#!/bin/bash
# OpenROAD 26Q1-2900-gdf79404cd8, Yosys 0.63+post, stock flow scripts
make -C /OpenROAD-flow-scripts/flow DESIGN_CONFIG=/design/flow/config.mk WORK_HOME=/design/flow/orfs finish
==> flow.log <==
[report] extracting results
[metrics] run status: complete, no violations
[metrics] TritonCTS clock tree: yes
[metrics] Syn Area/Cell: 10.58 µm²
[metrics] synthesized chip area reported by yosys: 254.0 µm²
[metrics] transition time at the pin with the least slew margin: approximately 0.19 ns
[metrics] top-area cell type share of the netlist area: 47.29%
[metrics] worst min-delay path class: input port to flop
[metrics] count of final max-slew check failures: 0
[metrics] instance tally after logic synthesis: 24
[metrics] Antenna Violating Nets Remaining: 0
[metrics] root cell of the clock tree: sky130_fd_sc_hd__clkbuf_4
[metrics] required time of the critical path: 1.33 ns
[metrics] CTS clock-pin slew for the worst setup and hold paths: 0.04 ns
[metrics] via count: 245
[metrics] relative slew slack: between 80 and 90%
[metrics] buffering stage count on the worst path with inverters included: 1
[metrics] number of design-rule violations left by the first detailed-router iteration: 3
[metrics] YS warnings: 1
[metrics] global-route wire length before repair: ~1.3 mm
[metrics] Core Region: 3416 µm²
[metrics] Final Util: between 10 and 15%
[metrics] Routed Wire Length: between 700 and 800 µm
[metrics] leakage power figure: 0.2361 nW
[metrics] Longest Clk Path Bufs: 2
[metrics] Port Buf Inserts: 8
[metrics] biggest registers after layout: out (6)
[metrics] synth-to-layout area growth: 96.06%
[metrics] sequence of cells on the critical path: buf_4 -> ha_2 -> nand4_1 -> xnor2_1 -> and2_1
[metrics] detailed-routing iteration count for the pre-antenna-repair pass: 2
[metrics] category of the worst setup path launch point: flop
[metrics] max-cap violation count: 0
[metrics] most area-consuming cells after synthesis: sky130_fd_sc_hd__dfxtp_1 (47%), sky130_fd_sc_hd__xnor2_1 (10%), sky130_fd_sc_hd__and2_1 (9.9%), sky130_fd_sc_hd__ha_1 (4.9%), sky130_fd_sc_hd__nand4_2 (4.9%)
[metrics] Row Count: 21
[metrics] CP max-delay cell: sky130_fd_sc_hd__dfxtp_2
[metrics] most area-hungry cell type in the Yosys netlist: sky130_fd_sc_hd__dfxtp_1
[metrics] Init Core Util: 7.436%
[metrics] IO Count: 9
[metrics] flip-flop count of the largest register, all copies and words added: 6
[metrics] total design power: 0.0004529 W
[metrics] sum of negative setup slack: 0 ns
[metrics] via count of the first global-routing pass: 294
[metrics] cell area power density: 909.5 nW/µm²
[metrics] final weighted congestion of routability-driven global placement: roughly 0.64
[metrics] H-Tree Level Count: 1
[metrics] Hold Vio Cnt, Final: 0
[metrics] type of the worst setup path: flop to flop
[metrics] minimum period implied by the final worst setup slack: around 1.1 ns
[metrics] total track usage: under 10%
[metrics] slowest stage delay, CP: 0.32 ns
[metrics] gate family responsible for the most delay along the worst path: flip-flops
[metrics] Clk Latency, worst-skew pair: 0.24 ns
[metrics] register containing the most flip-flops in the final layout: out
[metrics] largest net degree at the start of global routing: 7
[metrics] via-per-instance ratio: 2.663
[metrics] count of unresolved DRC violations after routing: 0
[metrics] maximum vdd drop: 0.5399 mV
[metrics] Setup Viol. Count Final: 0
[metrics] OpenROAD warning count: 25
[metrics] # diodes: 0
[metrics] post-synthesis cell type count: 13
[metrics] Setup crit end kind: flop
[metrics] Hold-fix buffers, CTS: 0
[metrics] antenna violations before repair: 0
[metrics] dpl cells: 83
[metrics] share of the clock period used by the worst path after layout: ~94%
[metrics] non-filler cells in the finished layout: 92
[metrics] max frequency: 887.7 MHz
[metrics] number of sinks handled by clock tree synthesis: 6
[metrics] post-detailed-placement half-perimeter wirelength: 528.6 µm
[metrics] count of instantiated cells in the yosys netlist: 24
[metrics] total congestion overflow after global routing: 0
[metrics] average wire per standard cell: 7.913 µm
[metrics] maximum fanout encountered on the critical timing path: 3
[metrics] unrepaired setup endpoints after global routing: false
[metrics] Layout Skew: 0.001469 ns
[metrics] number of fillers in the final layout: 395
[metrics] clock buffers created by TritonCTS: 3
[metrics] Post-Syn Area: 254.0 µm²
[metrics] total die size: 6400 µm²
[metrics] fraction of final layout cells with drive strength greater than 1: 47.83%
[metrics] flops & latches, synth: 6
[metrics] Vert. Die Dim: 80 µm
[metrics] worst endpoint data arrival time: 1.26 ns
[metrics] width of the die: 80 µm
[metrics] register share after synthesis: approximately 47%
-- per-layer routing --
| metal | global-route usage, % | vias up | part of all wire (%) |
|---|---|---|---|
| li1 | - | 126 | - |
| met1 | 3.148 | 103 | 50 |
| met2 | 3.291 | 12 | 30 |
| met3 | 2.727 | 4 | 17 |
| met4 | 0.7042 | 0 | 2.3 |
| met5 | 0 | - | 0 |
-- worst paths after layout --
check	from	to	slack, ns	depth (start not counted)
hold reg to reg	out[5]	out[5]	0.60	3
setup / recovery	out[0]	out[4]	0.07	5
hold / removal	en	out[5]	0.56	4
setup reg to reg	out[0]	out[4]	0.07	5
-- stage by stage --
stage	setup slack, ns	instance area (µm²)	hold slack [ns]
6_report	0.07346	498.0	0.5605
5_1_grt	0.003551	498.0	0.5765
4_1_cts	0.07143	495.5	0.5577
3_5_place_dp	-0.2503	429.2	0.4973
3_3_place_gp	-0.2076	429.2	0.4703
2_1_floorplan	0.1813	254.0	0.3617
-- cell usage in the layout, fill, tap and decap left out, drive strengths merged, types with 2 or more instances in the layout --
cell type / count
dfxtp: 6
nand2: 2
dlygate4sd2: 7
and2: 4
xnor2: 3
nand4: 2
clkbuf: 3
buf: 11
-- tightest hold or removal path: stages --
cell and delay, ns:
sky130_fd_sc_hd__dlygate4sd2_1 0.27, sky130_fd_sc_hd__nand4_2 0.09, sky130_fd_sc_hd__or3_1 0.11, sky130_fd_sc_hd__a21boi_1 0.06
-- area by class of cell --
class | count | area (µm²) | area share, %
repair buffers | 19 | 153.9 | 30.90
multi-input cells | 18 | 136.4 | 27.39
flip-flops and latches | 6 | 127.6 | 25.63
well taps | 46 | 57.56 | 11.56
clock buffers | 3 | 22.52 | 4.523
-- synthesized netlist by cell type --
cell and n:
sky130_fd_sc_hd__nor2b_1 1, sky130_fd_sc_hd__a21boi_1 1, sky130_fd_sc_hd__dfxtp_1 6, sky130_fd_sc_hd__or3_1 1, sky130_fd_sc_hd__nand2_1 2, sky130_fd_sc_hd__o21ai_0 1, sky130_fd_sc_hd__nand4_1 1, sky130_fd_sc_hd__xnor2_1 3
sky130_fd_sc_hd__mux2i_1 1, sky130_fd_sc_hd__nand4_2 1, sky130_fd_sc_hd__xor2_1 1, sky130_fd_sc_hd__ha_1 1, sky130_fd_sc_hd__and2_1 4
-- repair_timing --
action / in CTS / in global routing
resized: 13 / 1
pin swaps: 0 / 0
endpoints found under the setup margin: 7 / 1
buffers inserted: 6 / 0
hold endpoints to repair: 0 / 0
-- kinds of logic (layout without fill, tap and decap cells) --
family	Yosys count	in the layout	share of synthesized area, %
xor gates and xnor gates	4	4	13.80
and+or+nand+nor	10	10	25.13
muxes	1	1	3.941
AOI/OAI and AO/OA	2	2	4.925
buffers and inverters	0	22	0
adders and majority gates	1	1	4.925
DFF	6	6	47.29
-- power by group --
| group | total (W) | internal (W) | switching, W |
|---|---|---|---|
| clock network | 0.000182 | 0.000113 | 0.0000688 |
| registers | 0.000213 | 0.000209 | 0.00000411 |
| logic | 0.0000583 | 0.0000359 | 0.0000224 |
Power figures rest on the tool's default switching activity, not on a simulated workload.
